### flow/config.mk
export PLATFORM = sky130hd
export DESIGN_NAME = ALU
export DESIGN_NICKNAME = ALU
export VERILOG_FILES = /design/flow/design.v
export SDC_FILE = /design/flow/constraint.sdc
export NUM_CORES = 4
export LEC_CHECK = 1
export CORE_UTILIZATION = 30
### flow/constraint.sdc
current_design ALU

set clk_period 102.7
set clk_io_pct 0.2

create_clock -name clk0 -period $clk_period

set non_clock_inputs [all_inputs -no_clocks]
set_input_delay [expr $clk_period * $clk_io_pct] -clock clk0 $non_clock_inputs
set_output_delay [expr $clk_period * $clk_io_pct] -clock clk0 [all_outputs]
### flow/design.v
module ALU (
    input [31:0] in1, in2, 
    input [3:0] alu_control,
    output reg [31:0] alu_result,
    output reg zero_flag
);
    reg [31:0] a, b, temp;
    integer i;
    always @(*)
    begin
        case(alu_control)
            4'b0000: alu_result = in1 & in2;                 
            4'b0001: alu_result = in1 | in2;                 
            4'b0010: alu_result = in1 + in2;                 
            4'b0011: alu_result = in1 << in2;                
            4'b0101: alu_result = in1 >> in2;                
            4'b0110: alu_result = in1 * in2;                 
            4'b0111: alu_result = in1 ^ in2;                 
            4'b1000: begin                                   
                if(in1 < in2)
                    alu_result = 1;
                else
                    alu_result = 0;
            end
            4'b1001: begin                                   
                if (in2 == 0)
                    alu_result = in1;                        
                else if (in1 == 0)
                    alu_result = in2;                        
                else if (in1 == in2)
                    alu_result = in1;                        
                else begin
                    a = (in1 > in2) ? in1 : in2;             
                    b = (in1 > in2) ? in2 : in1;             
                    temp = a - b;
                    if (temp < b) begin
                        a = b;
                        b = temp;
                    end else begin
                        a = temp;
                    end
                    if (b != 0) begin
                        temp = a - b;
                        if (temp < b) begin
                            a = b;
                            b = temp;
                        end else begin
                            a = temp;
                        end
                    end
                    if (b != 0) begin
                        temp = a - b;
                        if (temp < b) begin
                            a = b;
                            b = temp;
                        end else begin
                            a = temp;
                        end
                    end
                    if (b != 0) begin
                        temp = a - b;
                        if (temp < b) begin
                            a = b;
                            b = temp;
                        end else begin
                            a = temp;
                        end
                    end
                    alu_result = (b == 0) ? a : b;
                end
            end
            default: alu_result = 0;                         
        endcase
        if (alu_result == 0)
            zero_flag = 1'b1;
        else
            zero_flag = 1'b0;
    end
endmodule
### flow/run.sh
#!/bin/bash
# OpenROAD 26Q1-2900-gdf79404cd8, Yosys 0.63+post, stock flow scripts
make -C /OpenROAD-flow-scripts/flow DESIGN_CONFIG=/design/flow/config.mk WORK_HOME=/design/flow/orfs finish
==> summary.txt <==
flow finished, numbers: vias in the first global route=44.5k, Flops=0, TNS Setup=0 ns, Ys Warns=1, Worst-Margin Slew=between 1 and 1.5 ns, Rel. slew slack=just over 9%, initial antenna violation count=10, slowest stage delay, CP=around 1.0 ns, worst path arrival time=51.79 ns, total global-route track usage=36.4%, Tot Pwr=15.8 mW, yosys synthesis chip area=40200 um^2, wl on met1=approximately 96 mm, post-place setup slack=31.04 ns, cells after synthesis=5754, post_cts resized=0, CP bufs+invs=12, largest net degree at the start of global routing=65, io pins=101, Die Wd=approximately 370 um, via/cell ratio=5.98, Post-synth seq share=0%, Placement Cell Area=43900 um^2, switching pwr=10.4 mW, router iterations before antenna repair=6, hold_buf cts=0, ys cells=approximately 5.8k, die height=368 um, fp util=a little under a third, PortBufs=101, Most Frequent Cell on Critical Path=ha_1, DRC viols=0, Max Slew Vio Count=0, WL met3=~22 mm, Total Routed Length=243 mm, Tcrit/Tclk final=a little over two thirds, top cells, area=fa_1, ha_1, nand2_1, inv_1, o21ai_0, number of max-cap violations=0, Core Area=~130000 um^2, min Tclk post-route=slightly above 70 ns, status=finished, final reports clean, RD Place Congestion=1.12, hold slack=about 43 ns, top cells by count=nand2_1, inv_1, nor2_1, fa_1, ha_1, Flop area=0 um^2, Int Pwr=5.37 mW, chip area=135000 um^2, endpoints failing hold=0, row count=133, Log Warnings=100, initial DRC count=4555, Net Sw Frac=66.0%, Final Setup Violations=0, unrepaired setup endpoints after global routing=false, GR Overflow Total=0, first-pass GRT wire length=between 300 and 400 mm, met2 WL=~100 mm, post-route setup slack=30.37 ns, worst endpoint required time=between 80 and 90 ns, routed len/inst=32.3 um, Cell Type Count=119, Mean Syn Cell Area=6.98 um^2, Critical Path Sink Type=output port, Crit Path Class=input port to output port, detailed-route via count=45.0k, Pwr Density=360 nW/um^2, Layout area overhead=9.26%, count leader, synth=nand2_1, Routed Antenna Nets=0, area share, top type=20.4%, dpl hpwl=196 mm, cell area after layout=43900 um^2, clock buffers=0, Min-Delay Path Class=input port to output port, Slowest cell on crit path=nor4_1, highest metal used=met5, Lkg Pwr=between 20 and 25 nW, leading area contributor after synthesis=fa_1, # fillers=about 14k, share of post-route cells with drive strength above 1=a little over 7%, Setup crit start kind=input port, CP max FO=about 63, Post-Syn Area=40200 um^2, post-CTS setup buffer count=0, cell family with most CP delay=AND-OR/OR-AND gates, Max Fclk=0.0138 GHz, IR drop worst, VDD=~0.0007 V
-- power groups by stage --
stage    Clock [mW]  Combinational [mW]  Sequential (mW)
5_1_grt           0                16.9                0
4_1_cts           0                15.4                0
-- path summary, 6_finish.rpt --
check | startpoint | endpoint | slack [ns] | cells past startpoint
setup / recovery | in2[28] | zero_flag | 30.37 | 99
hold / removal | in1[6] | alu_result[6] | 42.52 | 8
-- cell usage in the layout, fill, tap and decap left out, types with 52 or more instances in the layout --
cell             count
nand2_1            757
inv_1              729
nor2_1             509
fa_1               410
ha_1               409
o21ai_0            391
a21oi_1            361
buf_4              266
xnor2_1            144
mux2i_1            117
nand3_1             97
nand2b_1            96
clkdlybuf4s50_1     86
nor3_1              77
a21o_1              74
a211oi_1            69
o221ai_1            67
a221oi_1            64
nand4_1             54
o211ai_1            52
-- stage by stage --
stage | instances | util, %
final | 7518 | 33.2
after global routing | 7512 | 33.2
after CTS | 7512 | 33.2
after detailed placement | 7512 | 33.2
after global placement | 7512 | 33.2
after floorplan | 5754 | -
-- kinds of logic after synthesis --
group | after synthesis | synth area share, %
fa+ha+maj | 819 | 33.2
buf+inv | 1107 | 10.7
mux | 153 | 4.04
simple gates | 1910 | 21.9
xor+xnor | 187 | 4.13
compound gates | 1578 | 26.1
-- layout make-up --
type               count  area (um^2)  share of cell area [%]
multi-input cells   4647        36000                    81.9
repair buffers       365         2920                    6.66
inverters            745         2800                    6.37
well taps           1755         2200                    5.00
diodes                 6         15.0                  0.0342
-- metal layers --
layer | GRT usage, % | vias to the layer above
met5 | 0 | -
met4 | 24.3 | 14
met3 | 9.39 | 642
met2 | 53.9 | 2434
met1 | 47.1 | 21975
li1 | - | 19908
Power is estimated from default activity; no workload was simulated.
