===== flow/design.v =====
module INST_MEM(
    input [31:0] PC,
    input reset,
    output reg [31:0] Instruction_Code  
);
    reg [7:0] Memory [0:31];  
    always @(*) begin
        Instruction_Code = {Memory[PC+3], Memory[PC+2], Memory[PC+1], Memory[PC]};
    end
    always @(posedge reset) begin  
        if (reset) begin
            Memory[3]  <= 8'h00;
            Memory[2]  <= 8'h94;
            Memory[1]  <= 8'h03;
            Memory[0]  <= 8'h33;
            Memory[7]  <= 8'h01;   
            Memory[6]  <= 8'h39;   
            Memory[5]  <= 8'h00;   
            Memory[4]  <= 8'hb3;   
            Memory[11] <= 8'h03;
            Memory[10] <= 8'h5a;
            Memory[9]  <= 8'h02;
            Memory[8]  <= 8'hb3;
            Memory[15] <= 8'h01;
            Memory[14] <= 8'h7b;
            Memory[13] <= 8'h4e;
            Memory[12] <= 8'h33;
            Memory[19] <= 8'h01;
            Memory[18] <= 8'h9c;
            Memory[17] <= 8'h1e;
            Memory[16] <= 8'hb3;
            Memory[23] <= 8'h01;
            Memory[22] <= 8'hbd;
            Memory[21] <= 8'h5f;
            Memory[20] <= 8'h33;
            Memory[27] <= 8'h00;
            Memory[26] <= 8'hd6;
            Memory[25] <= 8'h7f;
            Memory[24] <= 8'hb3;
            Memory[31] <= 8'h00;
            Memory[30] <= 8'hf7;
            Memory[29] <= 8'h68;
            Memory[28] <= 8'hb3;
        end
    end
endmodule

===== flow/run.sh =====
#!/bin/bash
# OpenROAD 26Q1-2900-gdf79404cd8, Yosys 0.63+post, stock flow scripts
make -C /OpenROAD-flow-scripts/flow DESIGN_CONFIG=/design/flow/config.mk WORK_HOME=/design/flow/orfs finish

===== flow/config.mk =====
export PLATFORM = sky130hd
export DESIGN_NAME = INST_MEM
export DESIGN_NICKNAME = INST_MEM
export VERILOG_FILES = /design/flow/design.v
export SDC_FILE = /design/flow/constraint.sdc
export NUM_CORES = 4
export LEC_CHECK = 1
export CORE_AREA = 10 10 87 87
export DIE_AREA = 0 0 97 97

===== flow/constraint.sdc =====
current_design INST_MEM

set clk_period 4.5
set clk_io_pct 0.2

create_clock -name clk0 -period $clk_period [get_ports {reset}]

set non_clock_inputs [all_inputs -no_clocks]
set_input_delay [expr $clk_period * $clk_io_pct] -clock clk0 $non_clock_inputs
set_output_delay [expr $clk_period * $clk_io_pct] -clock clk0 [all_outputs]

==> out/results.tsv <==
metric	value	unit
critPathBufInv	4	
rows	27	
met2_length	2400	µm
place_congestion	0.902	
grt_pass1_vias	1760	
ctsResizeCount	0	
drt_pre_antenna_iters	4	
whs	2.96	ns
postLayoutCoreUtil	35.4	%
grt_pass1_wl	9440	µm
postCtsSetupBuffers	0	
cp.arrival	3.38	ns
met1_length	2670	µm
cp-end-kind	output pin	
dieWidth	97	µm
power.density	126	nW/µm²
rsz0062_at_grt	false	
p_comb_share	100.0	%
p_clk_share	0	%
cts_hold_buf	0	
lay_top_count	clkdlybuf4s50_1	
final.clkbuf_count	0	
flops	0	
dp_hpwl	4030	µm
nFillCells	598	
power.internal	131	µW
cp-start-kind	primary input	
antenna_found_initial	0	
comb_area	1270	µm²
hold_violations	0	
wl_met3	408	µm
critPathSlowestCell	clkdlybuf4s50_1	
num_antenna_cells	0	
mostFrequentLayoutCells	37 x clkdlybuf4s50_1, 33 x a21oi_1, 27 x nand2_1, 27 x buf_4	
grt-ovfl-total	0	
syn_to_final_growth	36.8	%
cp_max_fo	12	
dieArea	9410	µm²
drt_iter0_drc	195	
setup_violations	0	
ios	65	
ys_cells	243	
dr_total_vias	1922	
synthCells	243	
status	completed	
switchingPower	120	µW
wl_per_cell	15.8	µm
drc_errors	0	
yosysSeqAreaShare	0	%
grt_use_total	11.3	%
synthesis.area	1460	µm²
finalPower	251	µW
drive_above_1_share	14.3	%
tightest_slew	0.496	ns
fp-utilization	25.9	%
report.final.slew_viol_count	0	
grt_max_degree	44	
core_area	5640	µm²
leakage	0.000763	µW
numPortBuffers	37	
slowest_delay	0.56	ns
seq_power_share	0	%
worstSetupPathType	in2out	
antenna_left	0	
ys_area	1460	µm²
worstPathRequired	3.60	ns
switching_share	47.8	%
die_h	97	µm
drv_cap	0	
routed_wirelength	5530	µm
max_freq	234	MHz
regArea	0	µm²
cp_cell_sequence	clkdlybuf4s50_1 > ha_1 > a21oi_4 > buf_4 > o21ai_0 > o2111ai_1 > nor4_2 > buf_4 > a221o_1 > clkdlybuf4s50_1	
maxUsedRoutingLayer	met4	
synth.yosys.warnings	2	
slew_headroom	66.8	%
via_per_inst	5.48	
vdd_ir_drop_max	54.3	µV
synth_cell_types	58	
tns	0	ns
critPathTopFamily	buffers and inverters	
period_minus_slack	4.28	ns
post-route-period-util	95.0	%
synth.avg_cell_area	6.00	µm²
warning_count	57	
hold_class	in2out	
[cell type report]
| class | instances | share of cell area, % |
|---|---|---|
| inverters | 7 | 1.32 |
| multi-input cells | 206 | 63.4 |
| repair buffers | 66 | 30.7 |
| well taps | 72 | 4.51 |
[metal layers]
layer,GRT usage [%],vias to the layer above
met2,16.4,76
met1,17.3,867
met3,2.01,4
li1,-,975
met4,1.13,0
met5,0,-
[path summary, 6_finish.rpt]
check / from / end / slack [ns] / cells after the start
max: PC[2] / Instruction_Code[28] / 0.22 / 10
min: PC[0] / Instruction_Code[18] / 2.96 / 5
[logic make-up after synthesis]
family / Yosys count / synth area share, %
AOI/OAI and AO/OA: 104 / 46.4
and+or+nand+nor: 82 / 25.8
buffers and inverters: 37 / 13.2
xor gates and xnor gates: 11 / 7.63
adders and majority gates: 5 / 4.12
muxes: 4 / 2.83
[Yosys cell counts (3+ instances only)]
library cell	count	share of area [%]
o22ai_1	6	2.6
buf_6	3	2.3
xor2_1	3	1.8
nand3_1	8	2.7
nand2_1	27	6.9
a31oi_1	6	2.6
nor2_1	23	5.9
clkbuf_1	8	2.1
o221ai_1	5	3.0
xnor2_1	6	3.6
ha_1	4	3.4
nor3_1	8	2.7
inv_2	3	0.77
and3_1	3	1.3
mux2i_1	3	2.1
a21oi_1	33	11
inv_1	4	1.0
o21ai_0	23	7.9
buf_4	4	2.1
buf_2	13	4.5
a211oi_1	5	2.6
nand2b_1	3	1.3
[worst min-delay path, cell delays in order]
cell	delay, ns
clkdlybuf4s50_1	0.44
nand2_1	0.10
buf_4	0.14
o22ai_1	0.07
clkdlybuf4s50_1	0.41
[power by group through the flow]
| stage | Sequential [µW] | Clock [µW] | Combinational [µW] |
|---|---|---|---|
| CTS | 0 | 0 | 253 |
| global route | 0 | 0 | 280 |
| finish | 0 | 0 | 251 |
[stage by stage]
| step | instances | cell area, µm² | setup WS, ns |
|---|---|---|---|
| final | 351 | 2000 | 0.224 |
| after global routing | 351 | 2000 | 0.00101 |
| after CTS | 351 | 2000 | 0.199 |
| after detailed placement | 351 | 2000 | 0.204 |
| after global placement | 351 | 2000 | 0.182 |
| after floorplan | 243 | 1460 | 1.00 |
Power is estimated from default activity; no workload was simulated.
