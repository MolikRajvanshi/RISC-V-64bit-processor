## flow/constraint.sdc

```tcl
current_design CONTROL

set clk_period 1.8
set clk_io_pct 0.2

create_clock -name clk0 -period $clk_period

set non_clock_inputs [all_inputs -no_clocks]
set_input_delay [expr $clk_period * $clk_io_pct] -clock clk0 $non_clock_inputs
set_output_delay [expr $clk_period * $clk_io_pct] -clock clk0 [all_outputs]
```

## flow/run.sh

```bash
#!/bin/bash
# OpenROAD 26Q1-2900-gdf79404cd8, Yosys 0.63+post, stock flow scripts
make -C /OpenROAD-flow-scripts/flow DESIGN_CONFIG=/design/flow/config.mk WORK_HOME=/design/flow/orfs finish
```

## flow/design.v

```verilog
module CONTROL(
    input [6:0] funct7,
    input [2:0] funct3,
    input [6:0] opcode,
    output reg [3:0] alu_control,
    output reg regwrite_control
);
    always @(funct3 or funct7 or opcode)
    begin
        if (opcode == 7'b0110011) begin  
            regwrite_control = 1;
            case (funct3)
                0: begin
                    if (funct7 == 0)
                        alu_control = 4'b0010;  
                    else if (funct7 == 7'b0000001)   
                        alu_control = 4'b1001;  
                    else
                        alu_control = 4'bxxxx;  
                end
                6: alu_control = 4'b0001;  
                7: alu_control = 4'b0000;  
                1: alu_control = 4'b0011;  
                5: alu_control = 4'b0101;  
                2: alu_control = 4'b0110;  
                4: alu_control = 4'b0111;  
                default: alu_control = 4'bxxxx;  
            endcase
        end else begin
            regwrite_control = 0;
            alu_control = 4'bxxxx;  
        end
    end
endmodule
```

## flow/config.mk

```make
export PLATFORM = sky130hd
export DESIGN_NAME = CONTROL
export DESIGN_NICKNAME = CONTROL
export VERILOG_FILES = /design/flow/design.v
export SDC_FILE = /design/flow/constraint.sdc
export NUM_CORES = 4
export LEC_CHECK = 1
export CORE_AREA = 10 10 70 70
export DIE_AREA = 0 0 80 80
```

==> qor.yml <==
sta:
  drv_slew: 0
  rsz0062_at_grt: "yes"
  relSlewSlack_pct: 80.4
  min_period_ns: 1.99
  tightest_slew_ns: 0.294
  finalHoldViolCount: 0
  setup_viol: 3
  fmax_mhz: 502
  fin_crit_sh_pct: 111
  layout_setup_ws_ns: -0.192
min_path:
  hold_class: "primary input to output pin"
yosys:
  ys_sh_simple_pct: 48.6
  synthMuxAreaShare_pct: 15.9
  synth_seq_share_pct: 0
  ys_cells: 19
  syn_area_per_cell_um2: 7.05
  xor_share_pct: 6.54
  syn_area_um2: 134
  yosysChipArea_um2: 134
  aoi_share_pct: 23.4
  synth.distinct_cells: 16
  yosysWarningCount: 1
  synthCells: 19
  synthTopLogicFamily: "simple AND/OR/NAND/NOR gates"
  fa_ha_area_share_pct: 0
cells_and_area:
  fill_cells: 396
  logic_area_um2: 159
  flop_area_um2: 0
  final-instance-count-excl-fill: 91
  nClkBuffers: 0
  design_area_um2: 445
  seq_cells: 0
  syn_to_final_growth_pct: 233
  drive_gt1_share_pct: 40.0
worst_setup_path:
  start_kind: "primary input"
  required_ns: 1.44
  critPathKind: "primary input to output pin"
  cp.arrival_ns: 1.63
  critPathCaptureType: "output pin"
  crit_fanout: 2
floorplanning:
  fp_util_pct: 3.92
  core_um2: 3420
  chipArea_um2: 6400
  rows: 21
  die-width_um: 80
  die-height_um: 80
  ios: 22
flow_run:
  maxCapViolCount: 0
  tool_warnings: 34
run_status:
  status: "complete, but fails checks"
  violations: "setup timing"
placement:
  port_buffers: 22
  dp.final_hpwl_um: 700
  placedCellCount: 90
  placed_cell_area_um2: 434
  gp_congestion: 0.613
routing:
  wl_um: 782
  vias: 256
  drtAntennaViolNets: 0
  wire_per_inst_um: 8.59
  dr.pass1.iters: 2
  drc: 0
  diodes: 0
  drtIter0Drc: 1
  vias_per_cell: 2.81
global_route:
  gr-usage-all-layers_pct: 2.29
  antenna_found_initial: 0
  grt_pass1_vias: 264
  grt.overflow.total: 0
  grt_max_degree: 9
  grt_pass1_wl_um: 1260
power:
  powerDensity_nw_per_um2: 170
  irDropWorstVdd_uv: 17.8
  p_leak_uw: 0.000172
clocking:
  cts_hold_buffers: 0
final cells by class:
| type | count | area share (%) |
|---|---|---|
| Inverter | 2 | 1.69 |
| Multi-Input combinational cell | 17 | 35.7 |
| Tap cell | 46 | 12.9 |
| Timing Repair Buffer | 26 | 49.7 |
what timing repair did:
| item | CTS | global route |
|---|---|---|
| gates resized | 26 | 9 |
| pin swaps | 6 | 4 |
| endpoints found under the setup margin | 5 | 4 |
| setup buffers | 1 | 0 |
synth_stat cells:
master	number	share of area, %
nor3_1	2	7.5
nor4_1	1	4.7
a221oi_1	1	6.5
mux2i_1	1	7.5
nor2_1	2	5.6
mux2_2	1	8.4
or4_1	1	5.6
or4_4	1	8.4
o21ai_1	1	3.7
xor2_1	1	6.5
o41ai_1	1	6.5
o311ai_0	1	6.5
nand2_1	1	2.8
nand4bb_1	1	8.4
inv_1	2	5.6
nor3b_1	1	5.6
where the power goes:
part           switching (uW)  leakage (uW)  internal, uW
Sequential                  0             0             0
Clock                       0             0             0
Combinational            25.6      0.000172          50.0
worst max-delay path, stage by stage:
cell	delay, ns
buf_6	0.09
or4_4	0.53
or4_4	0.43
o21ai_2	0.11
buf_2	0.11
cell families after synthesis:
| kind of cell | Yosys count |
|---|---|
| simple gates | 10 |
| compound gates | 4 |
| mux | 2 |
| buf+inv | 2 |
| xor+xnor | 1 |
placed cells by master, fill, tap and decap left out, drive strengths merged:
master	count
buf	9
a221oi	1
nor3	2
clkdlybuf4s50	11
nor4	1
inv	2
clkbuf	2
dlygate4sd2	3
mux2	1
nor3b	1
xor2	1
nand4bb	1
clkdlybuf4s15	1
nor2	2
o41ai	1
o21ai	1
mux2i	1
or4	2
nand2	1
o311ai	1
per-layer routing:
layer,vias to the layer above,part of all wire [%],track usage (%)
li1,132,-,-
met1,118,40,2.83
met2,6,57,4.33
met3,0,3.3,0.227
met4,0,0,0
met5,-,0,0
worst paths after layout:
path,slack [ns],from,end,depth (start not counted)
worst max-delay path,-0.19,funct7[6],alu_control[1],5
worst min-delay path,1.07,funct3[2],alu_control[1],3
per-stage QoR:
step | util, % | setup slack [ns] | power [uW] | hold slack (ns) | TNS (ns)
2_1_floorplan | - | 0.0815 | 14.2 | 0.736 | 0
3_3_place_gp | 12.7 | -0.902 | 77.5 | 1.61 | -2.86
3_5_place_dp | 12.7 | -0.912 | 78.5 | 1.62 | -2.85
4_1_cts | 12.6 | -0.330 | 72.9 | 1.18 | -0.913
5_1_grt | 13.0 | -0.254 | 82.4 | 1.11 | -0.706
6_report | 13.0 | -0.192 | 75.6 | 1.07 | -0.534
Power is estimated from default activity; no workload was simulated.
